===== flow/design.v =====
`timescale 1ns / 1ps
module countTimer(
    input clk,
    input countflag,
    input [5:0] counthr, countmin, countsec,
    output reg [5:0] countdown_counthr,
    output reg [5:0] countdown_countmin,
    output reg [5:0] countdown_countsec,    
    output reg timeout
    );
    always @ (posedge clk) begin
        if (countflag == 1) begin
            if (counthr == 6'd0 && countmin == 6'd0 && countsec == 6'd0) begin
                timeout <= 1'b1;  
            end 
            else if (countsec == 6'd0) begin
                countdown_countsec <= 59;
                if (countmin == 6'd0) begin
                    countdown_countmin <= 59;
                    if (counthr > 6'd0) begin
                        countdown_counthr <= counthr - 1;
                    end
                end 
                else begin
                    countdown_countmin <= countmin - 1;
                end
            end 
            else begin
                countdown_countsec <= countsec - 1;
            end
        end
    end
endmodule

===== flow/run.sh =====
#!/bin/bash
# OpenROAD 26Q1-2900-gdf79404cd8, Yosys 0.63+post, stock flow scripts
make -C /OpenROAD-flow-scripts/flow DESIGN_CONFIG=/design/flow/config.mk WORK_HOME=/design/flow/orfs finish

===== flow/config.mk =====
export PLATFORM = sky130hd
export DESIGN_NAME = countTimer
export DESIGN_NICKNAME = countTimer
export VERILOG_FILES = /design/flow/design.v
export SDC_FILE = /design/flow/constraint.sdc
export NUM_CORES = 4
export LEC_CHECK = 1
export CORE_AREA = 10 10 87 87
export DIE_AREA = 0 0 97 97

===== flow/constraint.sdc =====
current_design countTimer

set clk_period 3.2
set clk_io_pct 0.2

create_clock -name clk0 -period $clk_period [get_ports {clk}]

set non_clock_inputs [all_inputs -no_clocks]
set_input_delay [expr $clk_period * $clk_io_pct] -clock clk0 $non_clock_inputs
set_output_delay [expr $clk_period * $clk_io_pct] -clock clk0 [all_outputs]

==> metrics.txt <==
# HELP chip_impl_metric Physical implementation figures
# TYPE chip_impl_metric gauge
chip_impl_metric{name="netSwitchingPower",unit="mW"} 0.0941
chip_impl_metric{name="ctsResizeCount",unit=""} 0
chip_impl_metric{name="timing.final.setup_violations",unit=""} 0
chip_impl_metric{name="post-route-min-period",unit="ns"} 2.38
chip_impl_metric{name="dieWidth",unit="um"} 97
chip_impl_metric{name="report.final.hold_viol_count",unit=""} 0
chip_impl_metric{name="tool_warnings",unit=""} 27
chip_impl_metric{name="globalRouteMet1Util",unit="%"} 4.98
chip_impl_metric{name="wire_length_of_the_first_global_routing_pass",unit="um"} 3590
chip_impl_metric{name="clkSlewWorstSetupHoldPaths",unit="ns"} 0.06
chip_impl_metric{name="detail_route.drc_violations",unit=""} 0
chip_impl_metric{name="cts_buffer_depth",unit=""} 2
chip_impl_metric{name="vias_post_dr",unit=""} 664
chip_impl_metric{name="tightest_slew",unit="ns"} 0.616
chip_impl_metric{name="number_of_global_route_vias_before_repair",unit=""} 699
chip_impl_metric{name="slew-limit-headroom",unit="%"} 58.8
chip_impl_metric{name="comb_power_share",unit="%"} 16.1
chip_impl_metric{name="fp.dieArea",unit="sq um"} 9410
chip_impl_metric{name="detailed_place.area",unit="sq um"} 1410
chip_impl_metric{name="post-cts-setup-buffer-count",unit=""} 0
chip_impl_metric{name="power.switching_fraction",unit="%"} 18.9
chip_impl_metric{name="gr_util_all_layers",unit="%"} 4.57
chip_impl_info{name="tritoncts",value="done"} 1
chip_impl_info{name="critPathSlowestCell",value="nor4b_2"} 1
chip_impl_metric{name="post_cts_hold_fix_buffer_tally",unit=""} 0
chip_impl_metric{name="num_io_pins",unit=""} 39
chip_impl_info{name="run_status",value="finished, final reports clean"} 1
chip_impl_metric{name="placement_rows",unit=""} 27
chip_impl_info{name="worst-setup-path-type",value="in -> reg"} 1
chip_impl_metric{name="yosys_area",unit="sq um"} 957
chip_impl_metric{name="sequentialPowerShare",unit="%"} 54.7
chip_impl_metric{name="clock_sink_count",unit=""} 18
chip_impl_metric{name="ctsHtreeMaxLevel",unit=""} 1
chip_impl_info{name="path_type_of_the_worst_min_delay_path",value="in -> reg"} 1
chip_impl_metric{name="maxSlewViolCount",unit=""} 0
chip_impl_metric{name="worst_path_arrival",unit="ns"} 2.25
chip_impl_metric{name="dp.final_hpwl",unit="um"} 1910
chip_impl_metric{name="synth_sequential_area_ratio",unit="%"} 56.5
chip_impl_metric{name="critical_path_peak_fanout",unit=""} 6
chip_impl_metric{name="grt_util_met2",unit="%"} 7.98
chip_impl_metric{name="tritoncts.num_buffers",unit=""} 3
chip_impl_metric{name="antenna_violations_before_repair",unit=""} 0
chip_impl_metric{name="max_cap_viol_count",unit=""} 0
chip_impl_metric{name="synth_area_per_cell",unit="sq um"} 12.1
chip_impl_metric{name="grt_overflow",unit=""} 0
chip_impl_metric{name="netlist_area",unit="sq um"} 957
chip_impl_metric{name="routabilityCongestion",unit=""} 0.811
chip_impl_metric{name="core_area",unit="sq um"} 5640
chip_impl_metric{name="largest_net_degree_at_the_start_of_global_routing",unit=""} 10
chip_impl_metric{name="critPathRequiredTime",unit="ns"} 3.08
chip_impl_metric{name="avgViaCountPerCell",unit=""} 3.49
chip_impl_metric{name="dr.pass1.iters",unit=""} 2
chip_impl_info{name="grt_busiest_layer",value="met2"} 1
chip_impl_metric{name="ys_cells",unit=""} 79
chip_impl_metric{name="max_stage_delay",unit="ns"} 0.62
chip_impl_metric{name="power_leakage",unit="nW"} 0.532
chip_impl_metric{name="area_growth",unit="%"} 51.6
chip_impl_metric{name="port_buffers",unit=""} 37
chip_impl_metric{name="global_route.usage.met3",unit="%"} 2.01
chip_impl_metric{name="ys.warnings.count",unit=""} 1
chip_impl_info{name="critPathLaunchType",value="input pin"} 1
chip_impl_metric{name="totalWireLength",unit="um"} 2120
chip_impl_metric{name="vdd_drop_max",unit="uV"} 103
chip_impl_metric{name="starting_density_of_the_core",unit="%"} 17.0
chip_impl_metric{name="routedWlPerCell",unit="um"} 11.1
chip_impl_metric{name="design_area",unit="sq um"} 1450
chip_impl_metric{name="clock.fmax",unit="GHz"} 0.420
chip_impl_metric{name="ys_ff",unit=""} 18
chip_impl_info{name="grt_setup_unrepaired",value="false"} 1
chip_impl_metric{name="ant_nets",unit=""} 0
chip_impl_info{name="worstPathCellList",value="clkdlybuf4s50_1 -> inv_1 -> ha_1 -> nand3b_1 -> nor4b_2"} 1
chip_impl_metric{name="synthesized_instance_count",unit=""} 79
chip_impl_metric{name="fin_setup_tns",unit="ns"} 0
chip_impl_metric{name="drt_iter0_markers",unit=""} 16
chip_impl_info{name="crit_path_end_kind",value="flop"} 1
chip_impl_metric{name="post_synth_num_cell_types",unit=""} 26
chip_impl_metric{name="detail_route.antenna_diodes",unit=""} 0
chip_impl_metric{name="final_layout_size_suffix_gt1_share",unit="%"} 6.78
chip_impl_metric{name="intPower",unit="mW"} 0.404
chip_impl_metric{name="layout_worst_path_cycle_share",unit="%"} 74.3
chip_impl_metric{name="pwr-share-clk",unit="%"} 29.2
chip_impl_metric{name="die_height",unit="um"} 97
chip_impl_info{name="cts_root_buffer",value="clkbuf_8"} 1
chip_impl_metric{name="power-per-cell-area",unit="nW/um^2"} 343
==> cells by family after synthesis <==
family | synth area share (%)
buffers and inverters | 3.92
AND/OR/NAND/NOR | 17.5
adder cells (fa/ha/maj) | 6.54
XOR/XNOR | 9.15
other | 0.392
AND-OR/OR-AND | 6.01
flip-flops | 56.5
==> worst max-delay path, delay by kind of cell <==
kind                       cells  cell delay (ns)
adders and majority gates      1             0.23
and+or+nand+nor                2             0.82
buffers and inverters          2             0.57
==> per-layer routing <==
layer,routed length [um],share of wire (%)
met5,0,0
met4,41,1.9
met3,150,7.1
met2,1100,52
met1,824,39
==> path summary, 6_finish.rpt <==
check	start	endpoint	slack, ns	cells after the start
setup / recovery	countsec[0]	countdown_counthr[0]	0.82	5
hold / removal	countmin[0]	countdown_countmin[0]	1.05	2
==> per-stage QoR <==
| step | instances | setup WS [ns] | hold WS, ns | utilization, % | total power, mW |
|---|---|---|---|---|---|
| 6_report | 190 | 0.821 | 1.05 | 25.7 | 0.498 |
| 5_1_grt | 190 | 0.691 | 1.08 | 25.7 | 0.528 |
| 4_1_cts | 190 | 0.814 | 1.04 | 25.7 | 0.508 |
| 3_5_place_dp | 187 | 0.549 | 1.29 | 25.0 | 0.359 |
| 3_3_place_gp | 187 | 0.586 | 1.30 | 25.0 | 0.359 |
| 2_1_floorplan | 79 | 1.24 | 0.777 | - | 0.307 |
==> layout make-up <==
type	count	area, sq um
sequential	18	541
inverter	8	30.0
multi-input combinational	52	379
clock buffer	3	41.3
fill	567	4190
tap	72	90.1
timing repair buffer	37	370
==> power groups by stage <==
stage         sequential [mW]  combinational [mW]  clock (mW)
CTS                     0.272              0.0821       0.154
global route            0.273              0.0903       0.164
finish                  0.272              0.0800       0.145
==> flip-flops by register name (all words and copies together) (netlist names) <==
name	cells
countdown_countmin	6
countdown_countsec	6
countdown_counthr	6
==> cell usage in the layout, fill, tap and decap left out, types with 2 or more instances in the layout <==
cell type / count
inv_1: 8
clkdlybuf4s50_1: 37
nand2_1: 9
xor2_1: 3
nand3b_1: 2
edfxtp_1: 18
xnor2_1: 7
clkbuf_8: 3
ha_1: 5
o21ai_0: 2
nor2_1: 4
nor3_1: 5
==> cells in the mapped netlist <==
library cell	number	area share, %
a21oi_1	1	0.52
a41oi_1	1	0.92
and2_1	1	0.65
buf_4	1	0.78
conb_1	1	0.39
edfxtp_1	18	56
ha_1	5	6.5
inv_1	8	3.1
nand2_1	9	3.5
nand3_1	1	0.52
nand3b_1	2	1.6
nand3b_2	1	1.2
nor2_1	4	1.6
nor3_1	5	2.6
nor3_2	1	1.0
nor3b_1	1	0.78
nor3b_2	1	1.3
nor4b_2	1	1.6
o211a_1	1	1.0
o21ai_0	2	1.0
o21bai_1	1	0.78
o31a_1	1	0.92
o31ai_1	1	0.78
or3_4	1	1.2
xnor2_1	7	6.4
xor2_1	3	2.7
Power and IR drop assume default switching activity.
